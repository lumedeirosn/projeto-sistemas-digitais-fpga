`./run.sh`:
```
#!/bin/bash
# OpenROAD 26Q1-2900-gdf79404cd8, Yosys 0.63+post, stock flow scripts
make -C /OpenROAD-flow-scripts/flow DESIGN_CONFIG=/design/flow/config.mk WORK_HOME=/design/flow/orfs finish
```
`./config.mk`:
```
export PLATFORM = sky130hd
export DESIGN_NAME = conversor
export DESIGN_NICKNAME = conversor
export VERILOG_FILES = /design/flow/design.v
export SDC_FILE = /design/flow/constraint.sdc
export NUM_CORES = 4
export LEC_CHECK = 1
export CORE_AREA = 10 10 70 70
export DIE_AREA = 0 0 80 80
```
`./constraint.sdc`:
```
current_design conversor

set clk_period 1.1
set clk_io_pct 0.2

create_clock -name clk0 -period $clk_period

set non_clock_inputs [all_inputs -no_clocks]
set_input_delay [expr $clk_period * $clk_io_pct] -clock clk0 $non_clock_inputs
set_output_delay [expr $clk_period * $clk_io_pct] -clock clk0 [all_outputs]
```
`./design.v`:
```
module mem(Address_In, CS, WE, Data_In, Data_Out);
  input logic[0:3] Address_In, Data_In;
  input bit CS, WE;
  output logic[0:3] Data_Out;
  logic[0:3] P0, P1, P2, P3, P4, P5, P6, P7, P8, P9, P10, P11, P12, P13, P14, P15;
  always_comb begin
    if( (!CS) == 0) begin
      if( (!WE) == 0 ) begin  
        Data_Out = 4'bzzzz;
        case (Address_In)
          	0: P0 = Data_In;  
            1: P1 = Data_In;
            2: P2 = Data_In;
            3: P3 = Data_In;
            4: P4 = Data_In;
            5: P5 = Data_In;
            6: P6 = Data_In;
            7: P7 = Data_In;
            8: P8 = Data_In;
            9: P9 = Data_In;
            10: P10 = Data_In;
            11: P11 = Data_In;
            12: P12 = Data_In;
            13: P13 = Data_In;
            14: P14 = Data_In;
            15: P15 = Data_In;
      	endcase
      end
      else begin  
      	case (Address_In)
          	0: Data_Out = ~P0;
            1: Data_Out = ~P1;
            2: Data_Out = ~P2;
            3: Data_Out = ~P3;
            4: Data_Out = ~P4;
            5: Data_Out = ~P5;
            6: Data_Out = ~P6;
            7: Data_Out = ~P7;
            8: Data_Out = ~P8;
            9: Data_Out = ~P9;
            10: Data_Out = ~P10;
            11: Data_Out = ~P11;
            12: Data_Out = ~P12;
            13: Data_Out = ~P13;
            14: Data_Out = ~P14;
            15: Data_Out = ~P15;
        endcase
      end
    end
    else begin
    	Data_Out = 4'bzzzz;
    end
  end
endmodule
module conversor( cont_bin, reset, cont_out_display);
 	input logic[0:3] cont_bin; 
 	input logic reset;
 	output logic[0:6] cont_out_display;
  	always_comb begin
   		if(reset) begin
      		cont_out_display = ~7'b0000000;
        end
      	else begin
          case(cont_bin)
          	0: cont_out_display = ~7'b0111111;
            1: cont_out_display = ~7'b0000110;
            2: cont_out_display = ~7'b1011011;
            3: cont_out_display = ~7'b1001111;
            4: cont_out_display = ~7'b1100110;
            5: cont_out_display = ~7'b1101101;
            6: cont_out_display = ~7'b1111101;
            7: cont_out_display = ~7'b0000111;
            8: cont_out_display = ~7'b1111111;
            9: cont_out_display = ~7'b1100111;
            10: cont_out_display = ~7'b1110111;
            11: cont_out_display = ~7'b1111100;
            12: cont_out_display = ~7'b0111001;
            13: cont_out_display = ~7'b1011110;
            14: cont_out_display = ~7'b1111001;
            15: cont_out_display = ~7'b1110001;
            default: cont_out_display = ~7'b0000000;
          endcase
        end
    end
endmodule:conversor
```
==> flow_metrics.py <==
# Metrics from the implementation run
metrics = {
    "final_layout": {
        "syn2layout_area_growth_pct": 127.1,
        "seq_area_um2": 0,
        "nClkBuffers": 0,
        "drive_above_1_share": 0.6271,
        "final_util": 0.1872,
        "final_area_um2": 639.4,
        "fin_cells": 105,
        "seq_cell_count": 0,
    },
    "drt": {
        "wl_per_cell_um": 9.981,
        "post_drt_via_cell_ratio": 3.505,
        "route.detailed.drc": 0,
        "first_pass_iters": 4,
        "wl_um": 1048,
        "vias": 368,
        "drtIter0Drc": 30,
        "antenna_cells": 0,
        "antenna_left": 0,
    },
    "die": {
        "die_h_um": 80,
        "die_width_um": 80,
        "chip_area_mm2": 0.006400,
        "core-area_mm2": 0.003416,
        "rows": 21,
        "initial_utilization": 0.08242,
        "ios": 12,
    },
    "power_and_ir_drop": {
        "p_leak_nw": 0.2561,
        "total_power_mw": 0.2190,
        "p_per_area_mw_per_mm2": 342.6,
        "peakVddDrop_v": 0.00008930,
    },
    "sta": {
        "hold_violations": 0,
        "worst_pin_slew_ns": 0.2868,
        "worst_slack_ns": -0.3253,
        "setup_viol": 7,
        "fin_crit_ns": 1.425,
        "slew_headroom": 0.8088,
        "rsz0062_at_grt": "true",
        "fin_crit_sh": 1.296,
        "max_clock_freq_mhz": 701.6,
        "report.final.slew_viol_count": 0,
    },
    "status": {
        "violations": "setup timing",
        "outcome": "finished with violations",
    },
    "logic_synthesis": {
        "yosysCellCount": 40,
        "ys_warn_count": 3,
        "synthDistinctLibCells": 19,
        "synthCells": 40,
        "ys_area_um2": 281.5,
        "synth_area_per_cell_um2": 7.038,
        "postSynthSeqShare": 0,
        "syn-cell-area_um2": 281.5,
    },
    "grt": {
        "antenna_found_initial": 0,
        "grt-ovfl-total": 0,
        "grt_pass1_wl_um": 1676,
        "grt_pass1_vias": 343,
        "grt_max_degree": 11,
        "grt.total_usage": 0.03025,
    },
    "placed_design": {
        "gp_congestion": 0.6953,
        "dpl_cell_area_um2": 540.5,
        "placed_cells": 101,
        "port_buffers": 12,
        "dp_hpwl_um": 763.1,
    },
    "worst_setup_path": {
        "crit_type": "input port to output pin",
        "worstSetupEndpointType": "output pin",
        "critPathMaxFanout": 3,
        "worstPathArrival_ns": 1.21,
        "required_ns": 0.88,
        "crit_path_start_kind": "input port",
    },
    "job": {
        "warnings": 39,
        "drv_cap": 0,
    },
    "worst_hold_path": {
        "hold_path_class": "input port to output pin",
    },
    "cts": {
        "hold_buffers": 0,
    },
}
## power by group
group	switching (mW)	internal, mW	leakage, nW	total [mW]
logic	0.0962	0.123	0.256	0.219
clock network	0	0	0	0
registers	0	0	0	0
## layout by cell type, fill, tap and decap left out
master	n
nor2_2	1
nand3b_1	1
nor2_4	1
clkbuf_16	1
clkbuf_4	1
mux2_4	1
nor3b_2	1
o21ai_1	3
nor2b_1	1
nor3_1	2
inv_8	2
ha_1	1
ha_4	5
nor2b_4	1
nand2_1	3
buf_12	1
nor2_1	1
a211oi_1	1
o21a_1	1
inv_4	1
dlygate4sd2_1	2
o21ai_2	1
a221o_1	1
a21oi_2	3
buf_6	3
buf_8	2
buf_2	7
inv_1	1
a31oi_1	1
buf_4	5
a211o_1	3
## worst max-delay path, stage by stage
cell and delay [ns]:
buf_12 0.11, buf_6 0.11, ha_4 0.16, mux2_4 0.25, a211o_1 0.24, buf_2 0.11
## cell type report
type,instances,area (µm²)
inverter,4,32.53
tap,46,57.56
timing repair buffer,22,206.4
multi-input combinational,33,342.8
fill,388,2776
## path summary, 6_finish.rpt
| check | start | end | slack [ns] | depth (start not counted) |
|---|---|---|---|---|
| min | cont_bin[1] | cont_out_display[2] | 0.85 | 3 |
| max | cont_bin[3] | cont_out_display[6] | -0.33 | 6 |
## what timing repair did
item	in CTS	in global routing
gates resized	63	7
setup endpoints to repair	7	7
hold endpoints to repair	0	0
cloned	0	1
pin swaps	9	3
buffers inserted	4	0
## synth_stat cells
library cell | count | area share
a31oi_1 | 1 | 0.022
a21oi_1 | 3 | 0.053
a211o_1 | 3 | 0.093
inv_1 | 4 | 0.053
buf_6 | 1 | 0.040
buf_4 | 1 | 0.027
a211oi_1 | 1 | 0.027
buf_2 | 1 | 0.018
nor2b_1 | 2 | 0.044
nand2_1 | 3 | 0.040
o21ai_0 | 4 | 0.071
a221o_1 | 1 | 0.036
o21a_1 | 1 | 0.027
nor2_1 | 3 | 0.040
nand3b_1 | 1 | 0.027
ha_1 | 6 | 0.27
mux2_4 | 1 | 0.053
nor3_1 | 2 | 0.036
nor3b_1 | 1 | 0.027
## metal layers
| layer | global-route usage | routed length, µm | up-vias |
|---|---|---|---|
| li1 | - | - | 182 |
| met1 | 0.04614 | 517 | 176 |
| met2 | 0.04334 | 449 | 10 |
| met3 | 0.007955 | 81 | 0 |
| met4 | 0 | 0 | 0 |
| met5 | 0 | 0 | - |
## stage by stage
stage	worst slack [ns]	setup TNS, ns	hold slack (ns)
finish	-0.3253	-1.670	0.8521
global route	-0.3704	-2.007	0.8828
CTS	-0.3324	-1.806	0.8714
detailed placement	-1.248	-8.099	1.624
global placement	-1.260	-8.120	1.624
floorplan	0.008607	0	0.4838
## logic make-up (layout without fill, tap and decap cells)
family	after synthesis	after routing	synth area share
adders and majority gates	6	6	0.2667
AOI/OAI and AO/OA	14	14	0.3289
and+or+nand+nor	12	12	0.2133
buffers and inverters	7	26	0.1378
muxes	1	1	0.05332
Power figures rest on the tool's default switching activity, not on a simulated workload.
