==> ./config.mk <==
export PLATFORM = sky130hd
export DESIGN_NAME = multiplexador
export DESIGN_NICKNAME = multiplexador
export VERILOG_FILES = /design/flow/design.v
export SDC_FILE = /design/flow/constraint.sdc
export NUM_CORES = 4
export LEC_CHECK = 1
export CORE_AREA = 10 10 70 70
export DIE_AREA = 0 0 80 80
==> ./constraint.sdc <==
current_design multiplexador

set clk_period 1.7
set clk_io_pct 0.2

create_clock -name clk0 -period $clk_period

set non_clock_inputs [all_inputs -no_clocks]
set_input_delay [expr $clk_period * $clk_io_pct] -clock clk0 $non_clock_inputs
set_output_delay [expr $clk_period * $clk_io_pct] -clock clk0 [all_outputs]
==> ./design.v <==
module multiplexador(entrada, saida, seletor);
  input logic[7:0][7:0] entrada;
  input logic[2:0] seletor;
  output logic[7:0] saida;
  always_comb
    begin
      case (seletor)
        0: saida = entrada[0];
        1: saida = entrada[1];
        2: saida = entrada[2];
        3: saida = entrada[3];
        4: saida = entrada[4];
        5: saida = entrada[5];
        6: saida = entrada[6];
        7: saida = entrada[7];
        default: saida <= 0;
      endcase
    end
endmodule
==> ./run.sh <==
#!/bin/bash
# OpenROAD 26Q1-2900-gdf79404cd8, Yosys 0.63+post, stock flow scripts
make -C /OpenROAD-flow-scripts/flow DESIGN_CONFIG=/design/flow/config.mk WORK_HOME=/design/flow/orfs finish
==> metrics.cfg <==
[worst_hold_path]
hold_path_class=primary input to output port

[placed_design]
dpl_cell_area_sq_mm=0.00141
dpl.hpwl_um=2240
place.gp.congestion=0.764
portBuffers=75
place_ws_ns=-0.922
dp.cells=161

[finish]
mostFrequentLayoutCells=59 x dlygate4sd2_1, 14 x mux4_2, 7 x mux2_4
drive_above_1_share_pct=37.5
flop_area_sq_um=0
clockBufferCount=0
area_delta_synth_final_pct=149
flops=0
fin_util_pct=41.4
final_cell_area_sq_mm=0.00141
layout.cells.non_filler=166
lay_top_count=dlygate4sd2_1

[drt]
via_per_inst=4.28
drtAntennaViolNets=0
drt_pass1_iterations=3
first_iter_violations=21
post-route-drc-count=0
totalWireLength_um=2840
vias=711
wl_per_cell_um=17.1
diodes=0

[global_routing]
antenna_found_initial=0
grt_overflow=0
grt_pass1_wl_um=4400
grt_max_degree=11
grt_use_total_pct=8.64
grt_pass1_vias=847

[setup_path]
critPathMaxFanout=6
cpPeakStageDelay_ns=0.48
startpoint_type=primary input
critPathCaptureType=output port
crit_required_ns=1.36
cp_cell_sequence=buf_8, buf_16, buf_12, mux4_2, mux2_4, buf_6
arrival_ns=1.53
slowest_stage=mux4_2
crit_type=primary input to output port

[synthesis]
ys_types=17
synth_area_sq_um=568
syn_area_per_cell_sq_um=14.6
ys_chip_area_sq_um=568
ys_seq_share_pct=0
syn_inst=39
top_area_cell=mux4_1
yosysWarnings=1
topCellsByArea=mux4_1 56%, mux2_2 14%, mux4_2 7.9%, mux2i_1 5.3%, buf_6 4.0%
synth_top_area_share_pct=55.5
ys_cells=39

[final_timing]
timing.hold.ws_ns=1.28
hold_viol_final=0
slew_headroom_pct=81.5
tightest_slew_ns=0.278
setup_viol=8
report.final.slew_viol_count=0
finalCritPeriodShare_pct=110
rsz0062_at_grt=yes
fmax_mhz=534
timing.final.crit_period_ns=1.87
setup_ws_ns=-0.172
finalSetupTns_ns=-0.998

[pwr]
leakage_nw=0.662
vdd_drop_max_mv=0.0870
powerDensity_mw_per_mm2=233
power_mw=0.329

[die]
coreArea_sq_mm=0.00342
die_x_um=80
rows=21
die_h_um=80
die_area_sq_mm=0.00640
fp_util_pct=16.6
pin_count=75

[status]
violations=negative setup slack
status=finished, violations left

[run]
warning_count=34
max-cap-violations=0

-- cell usage after synthesis --
cell type  instances
clkbuf_1           1
o21ai_0            1
buf_6              2
mux2i_1            3
a31oi_1            1
o22ai_1            1
buf_2              2
mux2_2             7
nand2_1            1
mux4_1            12
a2bb2oi_1          1
mux4_2             2
or4b_1             1
nand2b_1           1
nor3_1             1
inv_1              1
a211oi_1           1
-- worst paths after layout --
check	start	end	slack [ns]	cells past startpoint
setup / recovery	seletor[0]	saida[6]	-0.17	6
hold / removal	seletor[1]	saida[2]	1.28	5
-- per-layer routing --
layer,vias up,wire (um),global-route usage [%]
li1,341,-,-
met1,328,1240,12.1
met2,42,1340,13.5
met3,0,256,2.84
met4,0,0,0
met5,-,0,0
-- where the power goes --
| group | internal (mW) | leakage (nW) | total [mW] | switching, mW |
|---|---|---|---|---|
| sequential | 0 | 0 | 0 | 0 |
| combinational | 0.244 | 0.662 | 0.329 | 0.0857 |
| clock | 0 | 0 | 0 | 0 |
-- critical path: cells and delay by family --
kind / cells / cell delay [ns]
muxes: 2 / 0.76
buffers and inverters: 4 / 0.42
-- cells by family after synthesis --
kind of cell,Yosys count,synth area share [%]
AND-OR/OR-AND,5,5.95
multiplexers,24,82.6
AND/OR/NAND/NOR,4,4.40
buffers and inverters,6,7.05
-- layout make-up --
cell class,count,area [sq um]
fill,367,2000
inverter,1,3.75
multi-input combinational,33,523
tap,46,57.6
timing repair buffer,86,830
-- repair_timing --
item                                    in CTS  in global routing
pin swaps                                    3                  0
setup buffers                                3                  0
cloned                                       2                  0
endpoints found under the setup margin       8                  8
gates resized                              124                  3
hold buffers                                 0                  0
Power and IR drop assume default switching activity.
